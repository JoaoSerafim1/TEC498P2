==> design/flow/run.sh <==
#!/bin/bash
# OpenROAD 26Q1-2900-gdf79404cd8, Yosys 0.63+post, stock flow scripts
make -C /OpenROAD-flow-scripts/flow DESIGN_CONFIG=/design/flow/config.mk WORK_HOME=/design/flow/orfs finish
==> design/flow/config.mk <==
export PLATFORM = sky130hd
export DESIGN_NAME = multiplex140to35minimal
export DESIGN_NICKNAME = multiplex140to35minimal
export VERILOG_FILES = /design/flow/design.v
export SDC_FILE = /design/flow/constraint.sdc
export NUM_CORES = 4
export LEC_CHECK = 1
export CORE_AREA = 10 10 70 70
export DIE_AREA = 0 0 80 80
==> design/flow/constraint.sdc <==
current_design multiplex140to35minimal

set clk_period 1.4
set clk_io_pct 0.2

create_clock -name clk0 -period $clk_period

set non_clock_inputs [all_inputs -no_clocks]
set_input_delay [expr $clk_period * $clk_io_pct] -clock clk0 $non_clock_inputs
set_output_delay [expr $clk_period * $clk_io_pct] -clock clk0 [all_outputs]
==> design/flow/design.v <==
module multiplex140to35minimal (
	IPT003,
	IPT012, IPT013,
	IPT020, IPT021, IPT023,
	IPT030,
	IPT040, IPT042,
	IPT052, IPT053, IPT054,
	IPT062,
	IPT110,
	IPT120, IPT121, IPT123, IPT124,
	IPT130, IPT132, IPT134,
	IPT142, IPT144,
	IPT151, IPT152, IPT153,
	IPT200,
	IPT210, IPT211, IPT213,
	IPT220, IPT223,
	IPT232, IPT233, IPT234,
	IPT241,
	IPT251, IPT252, IPT253,
	IPT304,
	IPT312, IPT313, IPT314,
	IPT321, IPT324,
	IPT330, IPT331, IPT332,
	IPT343, IPT344,
	IPT353,
	IPT363,
	SEL0, SEL1,
	OUT00, OUT01, OUT02, OUT03, OUT04,
	OUT10, OUT11, OUT12, OUT13, OUT14,
	OUT20, OUT21, OUT22, OUT23, OUT24,
	OUT30, OUT31, OUT32, OUT33, OUT34,
	OUT40, OUT41, OUT42, OUT43, OUT44,
	OUT50, OUT51, OUT52, OUT53, OUT54,
	OUT60, OUT61, OUT62, OUT63, OUT64
);
	input
	IPT003,
	IPT012, IPT013,
	IPT020, IPT021, IPT023,
	IPT030,
	IPT040, IPT042,
	IPT052, IPT053, IPT054,
	IPT062,
	IPT110,
	IPT120, IPT121, IPT123, IPT124,
	IPT130, IPT132, IPT134,
	IPT142, IPT144,
	IPT151, IPT152, IPT153,
	IPT200,
	IPT210, IPT211, IPT213,
	IPT220, IPT223,
	IPT232, IPT233, IPT234,
	IPT241,
	IPT251, IPT252, IPT253,
	IPT304,
	IPT312, IPT313, IPT314,
	IPT321, IPT324,
	IPT330, IPT331, IPT332,
	IPT343, IPT344,
	IPT353,
	IPT363,
	SEL0, SEL1;
	output
	OUT00, OUT01, OUT02, OUT03, OUT04,
	OUT10, OUT11, OUT12, OUT13, OUT14,
	OUT20, OUT21, OUT22, OUT23, OUT24,
	OUT30, OUT31, OUT32, OUT33, OUT34,
	OUT40, OUT41, OUT42, OUT43, OUT44,
	OUT50, OUT51, OUT52, OUT53, OUT54,
	OUT60, OUT61, OUT62, OUT63, OUT64;
	wire
	NSEL0, NSEL1,
	bit0sel, bit1sel, bit2sel, bit3sel,
	IPT003wire,
	IPT012wire, IPT013wire,
	IPT020wire, IPT021wire, IPT023wire,
	IPT030wire,
	IPT040wire, IPT042wire,
	IPT052wire, IPT053wire, IPT054wire,
	IPT062wire,
	IPT110wire,
	IPT120wire, IPT121wire, IPT123wire, IPT124wire,
	IPT130wire, IPT132wire, IPT134wire,
	IPT142wire, IPT144wire,
	IPT151wire, IPT152wire, IPT153wire,
	IPT200wire,
	IPT210wire, IPT211wire, IPT213wire,
	IPT220wire, IPT223wire,
	IPT232wire, IPT233wire, IPT234wire,
	IPT241wire,
	IPT251wire, IPT252wire, IPT253wire,
	IPT304wire,
	IPT312wire, IPT313wire, IPT314wire,
	IPT321wire, IPT324wire,
	IPT330wire, IPT331wire, IPT332wire,
	IPT343wire, IPT344wire,
	IPT353,
	IPT363wire;
not (NSEL0, SEL0);
not (NSEL1, SEL1);
and (bitsel0, NSEL0, NSEL1);
and (bitsel1, NSEL0, SEL1);
and (bitsel2, SEL0, NSEL1);
and (bitsel3, SEL0, SEL1);
and (IPT003wire, IPT003, bitsel0);
and (IPT012wire, IPT012, bitsel0);
and (IPT013wire, IPT013, bitsel0);
and (IPT020wire, IPT020, bitsel0);
and (IPT021wire, IPT021, bitsel0);
and (IPT023wire, IPT023, bitsel0);
and (IPT030wire, IPT030, bitsel0);
and (IPT040wire, IPT040, bitsel0);
and (IPT042wire, IPT042, bitsel0);
and (IPT052wire, IPT052, bitsel0);
and (IPT053wire, IPT053, bitsel0);
and (IPT054wire, IPT054, bitsel0);
and (IPT062wire, IPT062, bitsel0);
and (IPT110wire, IPT110, bitsel1);
and (IPT120wire, IPT120, bitsel1);
and (IPT121wire, IPT121, bitsel1);
and (IPT123wire, IPT123, bitsel1);
and (IPT124wire, IPT124, bitsel1);
and (IPT130wire, IPT130, bitsel1);
and (IPT132wire, IPT132, bitsel1);
and (IPT134wire, IPT134, bitsel1);
and (IPT142wire, IPT142, bitsel1);
and (IPT144wire, IPT144, bitsel1);
and (IPT151wire, IPT151, bitsel1);
and (IPT152wire, IPT152, bitsel1);
and (IPT153wire, IPT153, bitsel1);
and (IPT200wire, IPT200, bitsel2);
and (IPT210wire, IPT210, bitsel2);
and (IPT211wire, IPT211, bitsel2);
and (IPT213wire, IPT213, bitsel2);
and (IPT220wire, IPT220, bitsel2);
and (IPT223wire, IPT223, bitsel2);
and (IPT232wire, IPT232, bitsel2);
and (IPT233wire, IPT233, bitsel2);
and (IPT234wire, IPT234, bitsel2);
and (IPT241wire, IPT241, bitsel2);
and (IPT251wire, IPT251, bitsel2);
and (IPT252wire, IPT252, bitsel2);
and (IPT253wire, IPT253, bitsel2);
and (IPT304wire, IPT304, bitsel3);
and (IPT312wire, IPT312, bitsel3);
and (IPT313wire, IPT313, bitsel3);
and (IPT314wire, IPT314, bitsel3);
and (IPT321wire, IPT321, bitsel3);
and (IPT324wire, IPT324, bitsel3);
and (IPT330wire, IPT330, bitsel3);
and (IPT331wire, IPT331, bitsel3);
and (IPT332wire, IPT332, bitsel3);
and (IPT343wire, IPT343, bitsel3);
and (IPT344wire, IPT344, bitsel3);
and (IPT353wire, IPT353, bitsel3);
and (IPT363wire, IPT363, bitsel3);
or (OUT00, IPT200wire);
or (OUT01, 1'b0);
or (OUT02, 1'b0);
or (OUT03, IPT003wire);
or (OUT04, IPT304wire);
or (OUT10, IPT110wire, IPT210wire);
or (OUT11, IPT211wire);
or (OUT12, IPT012wire, IPT312wire);
or (OUT13, IPT013wire, IPT213wire, IPT313wire);
or (OUT14, IPT314wire);
or (OUT20, IPT020wire, IPT120wire, IPT220wire);
or (OUT21, IPT021wire, IPT121wire, IPT321wire);
or (OUT22, 1'b0);
or (OUT23, IPT023wire, IPT123wire, IPT223wire);
or (OUT24, IPT124wire, IPT324wire);
or (OUT30, IPT030wire, IPT130wire, IPT330wire);
or (OUT31, IPT331wire);
or (OUT32, IPT132wire, IPT232wire, IPT332wire);
or (OUT33, IPT233wire);
or (OUT34, IPT134wire, IPT234wire);
or (OUT40, IPT040wire);
or (OUT41, IPT241wire);
or (OUT42, IPT042wire, IPT142wire);
or (OUT43, IPT343wire);
or (OUT44, IPT144wire, IPT344wire);
or (OUT50, 1'b0);
or (OUT51, IPT151wire, IPT251wire);
or (OUT52, IPT052wire, IPT152wire, IPT252wire);
or (OUT53, IPT053wire, IPT153wire, IPT253wire, IPT353wire);
or (OUT54, IPT054wire);
or (OUT60, 1'b0);
or (OUT61, 1'b0);
or (OUT62, IPT062wire);
or (OUT63, IPT363wire);
or (OUT64, 1'b0);
endmodule
==> run summary <==
Physical implementation

Synthesis produced a netlist whose cell count is 55. The final layout contains routed wiring with a total length of 2860 microns. The highest cell delay on the worst timing path is 0.28 ns. In this run the maximum-capacitance check reported violations numbering 0. After routing, the total negative slack on setup checks comes to -0.140 ns. The row count is 21. The number of standard cells in the layout, taps in and fillers out is 195. The path category of the worst min-delay check is input port to output port. The number of cells on the worst hold path is 3. The synthesized chip area reported by yosys is 447 sq um. The leakage power of the design is 0.710 nW.

The first routing iteration left 18 violations. The standard cell with the maximum stage delay on the critical path is mux2_4. The data required time reported for the critical path is 1.12 ns. The sort of element at the start of the critical path is an input port.

Traced cell by cell, the critical path runs through buf_6 -> buf_6 -> buf_6 -> mux2_4 -> a22o_1 -> buf_2. Of the synthesized area, sequential elements account for 0%. The cell repeated most along the worst path is buf_6. The antenna violation net count after detailed routing is 0. The report lists the power per cell area as 246 nW/um^2.

Before placement the cells fill 13.1% of the core. Derived from the worst setup path, the maximum achievable clock frequency is 689 MHz. In the hold report, the worst path ends at OUT32. The report puts the hold buffer count at CTS at 0. The count of final max-slew check failures is 0. The routed layout has 745 vias.

Ranked by total cell area, the synthesized netlist is headed by mux2i_1 18%, buf_4 13%, and2_1 13%, a22o_1 12%, o2bb2ai_1 9.8%. The final global-route overflow total is 0. Timing analysis after detailed placement gives a worst setup slack of -0.741 ns. The final timing report gives a worst setup slack of -0.0520 ns. The area enclosed by the die boundary is 6400 sq um. The routed design ends up with an antenna cell count of 0. The final reports fail on negative setup slack.

Per the detail_route report, DRC violations left total 0. The maximum fanout along the worst path is 5. Before any placement, the netlist area is recorded as 447 sq um. After its last routability iteration, the placer logged a weighted congestion of 0.814. The flow ran to the end, but the final reports show violations.

The final design area excluding fillers is 1360 sq um. The via count of the first global-routing pass was 883. The first global-routing pass estimated 4430 microns of wire.

The die is 80 microns wide. The vertical die dimension reported for this design is 80 microns. Averaged over all synthesized cells, the footprint is 8.12 sq um. The maximum ir drop on the vdd rail is 0.0926 mV. The logs give a warning total of 34. In this run the layout overhead on the synthesized area is reported as 205%.

The count of buffering cells on the critical path with inverters included is 4. The placement-stage cell area is 1300 sq um. The critical path class is input port to output port. There are 0 flip-flops and latches. The cell family contributing the most delay on the critical path is buffers and inverters. After layout, the design draws a total of 0.335 mW.

The number of unique standard cell types used by synthesis is 14. After detailed routing, the average wire length per cell comes to 14.7 microns. Of all cell types, the one taking the most synthesized area is mux2i_1. Summing all flip-flop and latch instances after layout gives 0 sq um.

Post-route period utilization is reported as 104%. The number of top-level design ports is 89. The number of detailed-route iterations in the first pass is 2.

The tally of yosys warning messages is 5. The final cell utilization of the core is 39.9%. The smallest clock period supported by the final layout is computed as 1.45 ns. The pin count of the biggest net entering global routing is 11. The number of antenna violations at the first check in global routing is 0. The placed wire-length estimate after detailed placement is 2520 microns. The core area is 3420 sq um. For reference, the final report shows the hold violation count at 0. The final tally of setup violations is 3. The number of clock-tree buffers in the layout is 0. The hold path startpoint is SEL0. The area share of the largest cell type after synthesis is 17.9%. The final layout report lists a filler cell count of 360. The synthesized netlist was found by Yosys to have 55 cells.

The data arrival time of the critical path is 1.17 ns. Input and output buffers added on the ports amount to 82. Setup repair after global routing could not meet its margin everywhere. The type of element capturing the critical path is an output port. The ratio of cells with drive above 1 in the final layout is 29.5%. The overall global routing resource usage is 8.42%. For this run, the detailed router reports a per-instance via density of 3.82.

The instance count after placement with tap cells included is 183. Hold is met by 0.862 ns.
[power by group]
| group | switching, mW | internal (mW) |
|---|---|---|
| Clock | 0 | 0 |
| Sequential | 0 | 0 |
| Combinational | 0.0875 | 0.247 |
[worst max-delay path by stage]
stage,startpoint,to,slack [ns],depth (start not counted)
6_report,SEL1,OUT32,-0.05,6
5_1_grt,SEL1,OUT20,-0.11,9
4_1_cts,SEL1,OUT11,-0.09,8
[tightest hold or removal path, delay by kind of cell]
| family | cells | cell delay (ns) |
|---|---|---|
| buffers and inverters | 2 | 0.18 |
| AND-OR/OR-AND | 1 | 0.12 |
[metal layers]
layer / vias to the layer above / track usage (%) / wire length (microns)
li1: 373 / - / -
met4: 0 / 0 / 0
met1: 329 / 9.60 / 1100
met2: 43 / 16.1 / 1500
met3: 0 / 2.16 / 262
met5: - / 0 / 0
[logic make-up after synthesis]
group	Yosys count	share of synthesized area, %
compound gates	11	21.6
mux	11	29.7
other cells	1	0.840
buf+inv	12	20.7
simple gates	20	27.2
[synthesized netlist by cell type]
library cell and count:
a22o_1 6, nor2_1 2, mux2_4 2, nor2b_1 3, and2_1 9, conb_1 1
and2b_1 1, and3_1 5, mux2i_1 8, mux4_2 1, buf_6 2, buf_4 8
o2bb2ai_1 5, buf_2 2
[placed cells by master (no fill, tap or decap)]
master and instances:
dlygate4sd2_1 25, nor2_2 1, clkdlybuf4s15_1 1, mux2_4 2, buf_8 1, buf_6 11, clkdlybuf4s50_1 38, mux4_2 1
a22o_1 6, mux2i_1 8, nor2b_4 1, conb_1 7, and3_1 5, and2b_1 1, nor2b_1 2, buf_4 8
o2bb2ai_2 3, clkbuf_2 3, and2_4 1, and2_1 8, o2bb2ai_1 2, nor2_1 1, buf_2 12, dlymetal6s2s_1 1
[cell type report]
type	count	area [sq um]	area share [%]
multi-input combinational	49	408	30.0
timing repair buffer	100	896	65.8
tap	46	57.6	4.23
[what timing repair did]
action                                  CTS  global route
gates resized                            94            10
pin swaps                                 9             5
hold endpoints to repair                  0             0
cloned                                    1             0
endpoints found under the setup margin   28            12
setup buffers                            11             1
No activity file was given, so power comes from the tool's default toggle rates.
