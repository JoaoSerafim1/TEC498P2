## ./design.v

```verilog
module binpower20clockdivider (CLKTODIVIDE, DIVIDEDCLK);
	input CLKTODIVIDE;
	output DIVIDEDCLK;
	wire togtoqbar00, togtoqbar01, togtoqbar02, togtoqbar03, togtoqbar04, togtoqbar05, togtoqbar06, togtoqbar07, togtoqbar08, togtoqbar09, togtoqbar10, togtoqbar11, togtoqbar12, togtoqbar13, togtoqbar14, togtoqbar15, togtoqbar16, togtoqbar17, togtoqbar18, togtoqbar19;
tff_gate ff00 (
		.t (1'b1),
		.clk (CLKTODIVIDE),
		.qbar (togtoqbar00)
);
tff_gate ff01 (
		.t (1'b1),
		.clk (togtoqbar00),
		.qbar (togtoqbar01)
);
tff_gate ff02 (
		.t (1'b1),
		.clk (togtoqbar01),
		.qbar (togtoqbar02)
);
tff_gate ff03 (
		.t (1'b1),
		.clk (togtoqbar02),
		.qbar (togtoqbar03)
);
tff_gate ff04 (
		.t (1'b1),
		.clk (togtoqbar03),
		.qbar (togtoqbar04)
);
tff_gate ff05 (
		.t (1'b1),
		.clk (togtoqbar04),
		.qbar (togtoqbar05)
);
tff_gate ff06 (
		.t (1'b1),
		.clk (togtoqbar05),
		.qbar (togtoqbar06)
);
tff_gate ff07 (
		.t (1'b1),
		.clk (togtoqbar06),
		.qbar (togtoqbar07)
);
tff_gate ff08 (
		.t (1'b1),
		.clk (togtoqbar07),
		.qbar (togtoqbar08)
);
tff_gate ff09 (
		.t (1'b1),
		.clk (togtoqbar08),
		.qbar (togtoqbar09)
);
tff_gate ff10 (
		.t (1'b1),
		.clk (togtoqbar09),
		.qbar (togtoqbar10)
);
tff_gate ff11 (
		.t (1'b1),
		.clk (togtoqbar10),
		.qbar (togtoqbar11)
);
tff_gate ff12 (
		.t (1'b1),
		.clk (togtoqbar11),
		.qbar (togtoqbar12)
);
tff_gate ff13 (
		.t (1'b1),
		.clk (togtoqbar12),
		.qbar (togtoqbar13)
);
tff_gate ff14 (
		.t (1'b1),
		.clk (togtoqbar13),
		.qbar (togtoqbar14)
);
tff_gate ff15 (
		.t (1'b1),
		.clk (togtoqbar14),
		.qbar (togtoqbar15)
);
tff_gate ff16 (
		.t (1'b1),
		.clk (togtoqbar15),
		.qbar (togtoqbar16)
);
tff_gate ff17 (
		.t (1'b1),
		.clk (togtoqbar16),
		.qbar (togtoqbar17)
);
tff_gate ff18 (
		.t (1'b1),
		.clk (togtoqbar17),
		.qbar (togtoqbar18)
);
tff_gate ff19 (
		.t (1'b1),
		.clk (togtoqbar18),
		.q (DIVIDEDCLK)
);
endmodule
module tff_gate (
	clk,t,
	q,
	qbar
);
	input
	clk, t;
	output reg
	q;
	output
	qbar;
always @ (posedge clk) begin
	if (t)
		q <= ~q;
	else
		q <= q;
end
not (qbar, q);
endmodule
```

## ./run.sh

```bash
#!/bin/bash
# OpenROAD 26Q1-2900-gdf79404cd8, Yosys 0.63+post, stock flow scripts
make -C /OpenROAD-flow-scripts/flow DESIGN_CONFIG=/design/flow/config.mk WORK_HOME=/design/flow/orfs finish
```

## ./config.mk

```make
export PLATFORM = sky130hd
export DESIGN_NAME = binpower20clockdivider
export DESIGN_NICKNAME = binpower20clockdivider
export VERILOG_FILES = /design/flow/design.v
export SDC_FILE = /design/flow/constraint.sdc
export NUM_CORES = 4
export LEC_CHECK = 1
export CORE_AREA = 10 10 84 84
export DIE_AREA = 0 0 94 94
```

## ./constraint.sdc

```tcl
current_design binpower20clockdivider

set clk_period 1.0
set clk_io_pct 0.2

create_clock -name clk0 -period $clk_period [get_ports {CLKTODIVIDE}]

set non_clock_inputs [all_inputs -no_clocks]
set_input_delay [expr $clk_period * $clk_io_pct] -clock clk0 $non_clock_inputs
set_output_delay [expr $clk_period * $clk_io_pct] -clock clk0 [all_outputs]
```

==> changes_impl.md <==
### Physical design

* Worst reg2reg setup slack at 0.57 ns
* Worst r2r src: ff00.q
* CP delay by family, top: flip-flops
* Vias at ~170
* Yosys warnings at 1
* Hold Crit Start: ff00.q
* Initial core utilization at 9.13%
* Fin cells at 111
* Number of instances in the placed design at 111
* Min Tclk post-route at 0.435 ns
* Endpoints left unconstrained at 20
* Register pins left without a clock at 19
* Part of the power in registers at 100.0%
* FP Rows at 26
* Die height at ~94 µm
* GR Layer Usage met2 at about 1.7%
* Net Sw Frac at 0%
* Slowest CP cell: dfxtp_1
* Ports at 2
* Post-CTS Repair Setup Buffers at 0
* Worst path max stage delay at 0.28 ns
* Hold Crit Endpoint: ff00.q
* WS Path Type: reg -> reg
* IO buf count at 1
* Hpwl dp at ~280 µm
* Residual DRC at 0
* Post-DR wirelength/cell at 2.65 µm
* Reg-to-reg endpoint: ff00.q
* Pint at 40.7 µW
* CTS Hold Buffers Added at 0
* Seq cells post-synth at 20
* Full die area at just under 9000 µm²
* Pleak at 0.168 nW
* Drt total wl at 294 µm
* Post-synth cell types at 2
* GR Util met1 at under 10%
* Top cells excl fill/tap: inv_1, dfxtp_1, clkdlybuf4s50_1
* Latency at later pin at 0 ns
* Post-synth seq share at 84.2%
* Max-Cap Viols at 0
* RSZ-0062 raised after global routing: no
* Cell chain of the critical path: inv_1
* Fillers at 610
* Worst-margin pin slew at around 0.064 ns
* Count of tool warnings at 28
* PD cells at around 71 nW/µm²
* Gate Area at 0 µm²
* CP endpoint kind: flip-flop
* Final hold vios at 0
* Post-synthesis area per instance at 11.9 µm²
* Initial antenna violation count at 0
* HP Class: reg -> reg
* Switch Pwr at 0 µW
* Clock transition at path regs at 0 ns
* DRT iter0 DRCs at 1
* Setup violations, final at 0
* Setup total negative slack at 0 ns
* Register area at 400 µm²
* Via density at 1.57
* Setup crit start kind: flip-flop
* Overflow after GRT at 0
* Largest net degree at the start of global routing at 3
* Slew margin rel. at 95.7%
* R2R cell count at 1
* Combinational Power Share at 0%
* Core Region at 5200 µm²
* Multi-In Gates at 0
* Antenna-violating nets left at 0
* Worst-path maximum fanout at 2
* Ant. Diodes at 0
* Status: complete, no violations
* Post-CTS Resized at 0
* Die width at 94 µm
* Met3 GRT Util at 0%
* WP data arrival at 0.32 ns
* Vias in the first global route at 209
* Share of layout cells above drive strength 1 at 0%
* Cycle use final at 43.5%
* Req. time, crit path at a little under 0.9 ns
* Post-Syn Area at 475 µm²
* DRT Pass-1 Iters at 2
* Area delta synth->final at 20.5%
* Fmax at ~2.3 GHz
* Clk pwr share at 0%
* Gr usage total at 0.868%
* Peak supply drop at between 0.00015 and 0.0002 V
* Synthesis area per yosys at 475 µm²
* Worst path bufs/invs at 1
* Post-Synthesis Cells at roughly 40
* Hold Path Stages at 1
* Final setup skew at 0 ns
* Most Crowded Layer GR: met2
* Placer Congestion at approximately 0.6
* Yosys Instances at 40
* Max Slew Vio Count at 0
* First-pass GRT wire length at around 720 µm
-- final cells by class --
cell class              instances  share of cell area, %
repair buffers                  1                   1.75
flip-flops and latches         20                   69.9
well taps                      70                   15.3
inverters                      20                   13.1
-- stage by stage --
stage	util, %	setup slack [ns]	power, mW	hold slack, ns	cell area (µm²)
detailed placement	11.0	0.563	0.0407	0.366	573
global route	11.0	0.558	0.0407	0.371	573
floorplan	-	0.574	0.0407	0.352	475
CTS	11.0	0.563	0.0407	0.366	573
finish	11.0	0.565	0.0407	0.363	573
global placement	11.0	0.562	0.0407	0.363	573
-- kinds of logic after synthesis --
family | share of synthesized area [%]
flip-flops | 84.2
buffers and inverters | 15.8
-- worst max-delay path by stage --
stage / from / endpoint / slack [ns] / cells after the start
final: ff00.q / ff00.q / 0.57 / 1
after global routing: ff00.q / ff00.q / 0.56 / 1
after CTS: ff00.q / ff00.q / 0.56 / 1
-- power by group through the flow --
stage     registers [mW]     logic (mW)  clock network, mW
6_report          0.0407  0.00000000730                  0
5_1_grt           0.0407  0.00000000730                  0
4_1_cts           0.0407  0.00000000730                  0
-- metal layers --
layer | part of all wire, % | vias up
li1 | - | 102
met1 | 61 | 70
met2 | 35 | 2
met3 | 3.7 | 0
met4 | 0 | 0
met5 | 0 | -
-- cell usage after synthesis --
cell type  count  share of area [%]
dfxtp_1       20                 84
inv_1         20                 16
Power and IR drop assume default switching activity.
